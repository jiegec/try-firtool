===== flow/run.sh =====
#!/bin/bash
# OpenROAD 26Q1-2900-gdf79404cd8, Yosys 0.63+post, stock flow scripts
make -C /OpenROAD-flow-scripts/flow DESIGN_CONFIG=/design/flow/config.mk WORK_HOME=/design/flow/orfs finish

===== flow/constraint.sdc =====
current_design Memory2RW

set clk_period 42.0
set clk_io_pct 0.2

create_clock -name clk0 -period $clk_period [get_ports {clock}]

set non_clock_inputs [all_inputs -no_clocks]
set_input_delay [expr $clk_period * $clk_io_pct] -clock clk0 $non_clock_inputs
set_output_delay [expr $clk_period * $clk_io_pct] -clock clk0 [all_outputs]

===== flow/config.mk =====
export PLATFORM = sky130hd
export DESIGN_NAME = Memory2RW
export DESIGN_NICKNAME = Memory2RW
export VERILOG_FILES = /design/flow/design.v
export SDC_FILE = /design/flow/constraint.sdc
export NUM_CORES = 4
export LEC_CHECK = 1
export CORE_UTILIZATION = 30

===== flow/design.v =====
module Memory2RW(
  input         clock,
  input         reset,
  input  [4:0]  p1addr,  
  output [63:0] p1rdata,  
  input  [63:0] p1wdata,  
  input         p1we,  
  input  [4:0]  p2addr,  
  output [63:0] p2rdata,  
  input  [63:0] p2wdata,  
  input         p2we  
);
  reg [63:0] mem [0:31];  
  wire  mem_port1_r_en;  
  wire [4:0] mem_port1_r_addr;  
  wire [63:0] mem_port1_r_data;  
  wire  mem_port2_r_en;  
  wire [4:0] mem_port2_r_addr;  
  wire [63:0] mem_port2_r_data;  
  wire [63:0] mem_port1_w_data;  
  wire [4:0] mem_port1_w_addr;  
  wire  mem_port1_w_mask;  
  wire  mem_port1_w_en;  
  wire [63:0] mem_port2_w_data;  
  wire [4:0] mem_port2_w_addr;  
  wire  mem_port2_w_mask;  
  wire  mem_port2_w_en;  
  reg  mem_port1_r_en_pipe_0;
  reg [4:0] mem_port1_r_addr_pipe_0;
  reg  mem_port2_r_en_pipe_0;
  reg [4:0] mem_port2_r_addr_pipe_0;
  assign mem_port1_r_en = mem_port1_r_en_pipe_0;
  assign mem_port1_r_addr = mem_port1_r_addr_pipe_0;
  assign mem_port1_r_data = mem[mem_port1_r_addr];  
  assign mem_port2_r_en = mem_port2_r_en_pipe_0;
  assign mem_port2_r_addr = mem_port2_r_addr_pipe_0;
  assign mem_port2_r_data = mem[mem_port2_r_addr];  
  assign mem_port1_w_data = p1wdata;
  assign mem_port1_w_addr = p1addr;
  assign mem_port1_w_mask = p1we;
  assign mem_port1_w_en = 1'h1 & p1we;
  assign mem_port2_w_data = p2wdata;
  assign mem_port2_w_addr = p2addr;
  assign mem_port2_w_mask = p2we;
  assign mem_port2_w_en = 1'h1 & p2we;
  assign p1rdata = mem_port1_r_data;  
  assign p2rdata = mem_port2_r_data;  
  always @(posedge clock) begin
    if (mem_port1_w_en & mem_port1_w_mask) begin
      mem[mem_port1_w_addr] <= mem_port1_w_data;  
    end
    if (mem_port2_w_en & mem_port2_w_mask) begin
      mem[mem_port2_w_addr] <= mem_port2_w_data;  
    end
    mem_port1_r_en_pipe_0 <= 1'h1 & ~p1we;
    if (1'h1 & ~p1we) begin
      mem_port1_r_addr_pipe_0 <= p1addr;
    end
    mem_port2_r_en_pipe_0 <= 1'h1 & ~p2we;
    if (1'h1 & ~p2we) begin
      mem_port2_r_addr_pipe_0 <= p2addr;
    end
  end
endmodule

==> ci_impl_report.md <==
## Synthesis and layout report

| Metric | Value |
|---|---|
| # clock sinks | `2068` |
| Slew margin rel. | `between 5 and 6%` |
| Critical path required time | `~34 ns` |
| Via/cell ratio | `6.071` |
| Starting Density | `between 30% and 40%` |
| CTS tree | `built` |
| Chip Height | `635.6 um` |
| Post-Syn Area per Cell | `15.86 sq um` |
| Ports | `between 200 and 300` |
| Num CTS Buffers | `around 220` |
| Final wirelength | `roughly 500000 um` |
| Hold crit path type | `reg -> reg` |
| RSZ-0062 raised after global routing | `no` |
| Root buffer cell | `clkbuf_16` |
| Crit Path Category | `reg -> out` |
| Initial antenna violation count | `~49` |
| Synth Instances | `between 7000 and 8000` |
| Final worst path period need | `14.67 ns` |
| OpenROAD warnings | `27` |
| Peak Freq | `~0.068 GHz` |
| Tot GR Track Use | `around 26%` |
| Sequential share of power | `45.8%` |
| Int Pwr | `~3.8 mW` |
| Post-CTS sizing | `0` |
| Max Cap Violations | `0` |
| Final setup viols | `0` |
| Startpoint types | `flip-flop` |
| Pre-antenna DRT Iters | `6` |
| Commonest flop | `edfxtp_1` |
| Clock power share | `37.1%` |
| Skew-Pair Late Insertion Delay | `0.90 ns` |
| Skew final | `about 0.0064 ns` |
| NetSw | `about 1.4 mW` |
| #FFs+latches synth | `2068` |
| Maximum VDD drop | `between 0.00003 and 0.00004 V` |
| Comb power frac | `17.1%` |
| DIE WIDTH | `between 600 and 700 um` |
| Synthesis Warnings | `1` |
| Pleak | `roughly 44 nW` |
| PortBufs | `approximately 270` |
| Status | `complete, no violations` |
| Asr flop ratio synth | `0%` |
| Yosys chip area | `between 100000 and 150000 sq um` |
| CTS clock-pin slew for the worst setup and hold paths | `0.06 ns` |
| Global-route wire length before repair | `just under 700000 um` |
| Max Slew Vio Count | `0` |
| CTS H-tree depth | `4` |
| Hold Buf Count CTS | `0` |
| Largest net degree at the start of global routing | `90` |
| DR WL/cell | `38.65 um` |
| Synth cell types | `approximately 62` |
| Routability cong. | `around 0.94` |
| Post-CTS setup repair buffer count | `0` |
| Final HPWL DP | `approximately 290000 um` |
| Antenna Violating Nets Remaining | `0` |
| Die area | `approximately 400000 sq um` |
| Fin. Hold Viols | `0` |
| Most common logic cells in the final layout | `edfxtp_1 (2058), mux2_1 (1397), mux4_2 (728)` |
| Number of enable flip-flop cells | `2058` |
| # rows | `around 230` |
| Power Dens Cells | `37.74 nW/um^2` |
| Layout cell share with drive strength beyond 1 | `between 20 and 30%` |
| Data arrival time of the worst path | `between 6 and 7 ns` |
| Setup TNS | `0 ns` |
| Tcrit/Tclk final | `34.93%` |
| Syn Std Cell Area | `about 120000 sq um` |
| Initial DRC count | `5732` |
| Post-synthesis sequential area ratio | `between 50% and 60%` |
| CTS max path bufs | `4` |
| Vias in the first global route | `84597` |
| DRC | `0` |
| Most common cell after layout, fill and taps aside | `edfxtp_1` |
| Yosys cell count | `7592` |
| Switching share of power | `between 20% and 30%` |
| DR vias | `79073` |
| CP max FO | `30` |
| Worst-Margin Slew | `between 1 and 1.5 ns` |
| Grt total ovfl | `0` |
| Core box area | `between 300000 and 400000 sq um` |
| Layout area overhead | `13.20%` |
| Hold slack | `between 0.4 and 0.5 ns` |
| Crit end category | `primary output` |
layout make-up:
type / instances / area (sq um)
clock buffer: 295 / 5882
antenna: 33 / 82.58
tap: 5265 / 6588
multi-input combinational: 4523 / 54390
clock inverter: 94 / 822.0
sequential: 2068 / 62030
inverter: 2 / 7.507
timing repair buffer: 745 / 6514
fill: 37438 / 263100
per-stage QoR:
stage                     instances  worst slack, ns  util (%)  power, mW  cell area [sq um]
final                         13025            27.33     34.13      5.144             136300
after global routing          12999            27.06     34.11      5.261             136300
after CTS                     12992            27.25     34.11      5.147             136200
after detailed placement      12603            28.21     32.43      3.263             129500
after global placement        12603            28.22     32.43      3.253             129500
after floorplan                7592            27.51         -      2.885             120400
flip-flops by register name (all words and copies together) (netlist names), named ones only:
name / flops
mem: 2048
mem_port2_r_addr_pipe_0: 5
mem_port1_r_addr_pipe_0: 5
cell families after synthesis:
family / count (synthesis) / share of synthesized area, %
buffers and inverters: 1001 / 4.008
and+or+nand+nor: 358 / 1.835
DFF: 2068 / 51.48
AOI/OAI and AO/OA: 758 / 4.638
muxes: 3407 / 38.03
power groups by stage:
stage | logic (mW) | clock network, mW | registers, mW
CTS | 0.867 | 1.92 | 2.36
global route | 0.912 | 1.99 | 2.36
finish | 0.878 | 1.91 | 2.36
cells in the mapped netlist (3+ instances only):
cell,count,share of area (%)
o22ai_1,143,0.74
mux2_1,1397,13
nor2_1,22,0.069
nand2_1,44,0.14
nand2b_1,31,0.16
a2111oi_1,5,0.042
o21ai_0,17,0.071
mux4_2,728,14
a22o_1,50,0.36
nor2b_1,58,0.30
nor3_1,39,0.16
nand3b_1,6,0.037
dfxtp_1,10,0.17
a21oi_1,40,0.17
a221oi_1,66,0.48
buf_6,52,0.49
o21ai_1,23,0.096
and2_1,7,0.036
o2111ai_1,12,0.087
or3_1,4,0.021
nor2_8,4,0.066
o221ai_1,12,0.087
nand3_1,44,0.18
a22oi_1,288,1.8
a211oi_1,87,0.54
nor2_4,9,0.084
buf_4,69,0.43
nand4_1,53,0.28
nand3b_4,3,0.050
nor2_2,5,0.026
clkbuf_1,534,1.7
edfxtp_1,2058,51
a2111oi_2,11,0.14
mux2_2,673,6.3
buf_1,18,0.056
buf_2,323,1.3
nor3b_2,3,0.031
mux2i_1,609,5.1
per-layer routing:
layer / wire [um] / vias to the layer above / track usage [%]
li1: - / 31062 / -
met1: 155200 / 39724 / 26.58
met2: 216500 / 6600 / 36.36
met3: 97440 / 1582 / 22.01
met4: 32140 / 105 / 12.76
met5: 2212 / - / 3.793
final timing paths:
kind | depth (start not counted) | from | slack, ns | to
setup / recovery | 9 | flip-flop | 27.33 | p1rdata[13]
hold / removal | 1 | mem_port1_r_addr_pipe_0[3]$_DFFE_PN_ | 0.47 | flip-flop
setup reg to reg | 1 | mem_port2_r_addr_pipe_0[3]$_DFFE_PN_ | 41.25 | flip-flop
hold reg to reg | 1 | mem_port1_r_addr_pipe_0[3]$_DFFE_PN_ | 0.47 | flip-flop
worst max-delay path, stage by stage, from the launching register on:
cell and delay (ns):
dfxtp_4 0.63, buf_4 0.64, buf_4 0.57, buf_4 0.56
nor2b_2 0.80, buf_4 0.49, a22oi_1 0.16, nand3_1 0.12
nand4_1 0.58, clkdlybuf4s50_1 0.69
Power is estimated from default activity; no workload was simulated.
