**flow/config.mk**
```make
export PLATFORM = sky130hd
export DESIGN_NAME = Memory2R2W
export DESIGN_NICKNAME = Memory2R2W
export VERILOG_FILES = /design/flow/design.v
export SDC_FILE = /design/flow/constraint.sdc
export NUM_CORES = 4
export LEC_CHECK = 1
export CORE_UTILIZATION = 30
```
**flow/constraint.sdc**
```tcl
current_design Memory2R2W

set clk_period 33.6
set clk_io_pct 0.2

create_clock -name clk0 -period $clk_period [get_ports {clock}]

set non_clock_inputs [all_inputs -no_clocks]
set_input_delay [expr $clk_period * $clk_io_pct] -clock clk0 $non_clock_inputs
set_output_delay [expr $clk_period * $clk_io_pct] -clock clk0 [all_outputs]
```
**flow/design.v**
```verilog
module Memory2R2W(
  input         clock,
  input         reset,
  input  [4:0]  r1addr,  
  output [63:0] r1data,  
  input  [4:0]  r2addr,  
  output [63:0] r2data,  
  input  [4:0]  w1addr,  
  input  [63:0] w1data,  
  input  [4:0]  w2addr,  
  input  [63:0] w2data  
);
  reg [63:0] mem [0:31];  
  wire  mem_r1data_MPORT_en;  
  wire [4:0] mem_r1data_MPORT_addr;  
  wire [63:0] mem_r1data_MPORT_data;  
  wire  mem_r2data_MPORT_en;  
  wire [4:0] mem_r2data_MPORT_addr;  
  wire [63:0] mem_r2data_MPORT_data;  
  wire [63:0] mem_MPORT_data;  
  wire [4:0] mem_MPORT_addr;  
  wire  mem_MPORT_mask;  
  wire  mem_MPORT_en;  
  wire [63:0] mem_MPORT_1_data;  
  wire [4:0] mem_MPORT_1_addr;  
  wire  mem_MPORT_1_mask;  
  wire  mem_MPORT_1_en;  
  reg  mem_r1data_MPORT_en_pipe_0;
  reg [4:0] mem_r1data_MPORT_addr_pipe_0;
  reg  mem_r2data_MPORT_en_pipe_0;
  reg [4:0] mem_r2data_MPORT_addr_pipe_0;
  assign mem_r1data_MPORT_en = mem_r1data_MPORT_en_pipe_0;
  assign mem_r1data_MPORT_addr = mem_r1data_MPORT_addr_pipe_0;
  assign mem_r1data_MPORT_data = mem[mem_r1data_MPORT_addr];  
  assign mem_r2data_MPORT_en = mem_r2data_MPORT_en_pipe_0;
  assign mem_r2data_MPORT_addr = mem_r2data_MPORT_addr_pipe_0;
  assign mem_r2data_MPORT_data = mem[mem_r2data_MPORT_addr];  
  assign mem_MPORT_data = w1data;
  assign mem_MPORT_addr = w1addr;
  assign mem_MPORT_mask = 1'h1;
  assign mem_MPORT_en = 1'h1;
  assign mem_MPORT_1_data = w2data;
  assign mem_MPORT_1_addr = w2addr;
  assign mem_MPORT_1_mask = 1'h1;
  assign mem_MPORT_1_en = 1'h1;
  assign r1data = mem_r1data_MPORT_data;  
  assign r2data = mem_r2data_MPORT_data;  
  always @(posedge clock) begin
    if (mem_MPORT_en & mem_MPORT_mask) begin
      mem[mem_MPORT_addr] <= mem_MPORT_data;  
    end
    if (mem_MPORT_1_en & mem_MPORT_1_mask) begin
      mem[mem_MPORT_1_addr] <= mem_MPORT_1_data;  
    end
    mem_r1data_MPORT_en_pipe_0 <= 1'h1;
    if (1'h1) begin
      mem_r1data_MPORT_addr_pipe_0 <= r1addr;
    end
    mem_r2data_MPORT_en_pipe_0 <= 1'h1;
    if (1'h1) begin
      mem_r2data_MPORT_addr_pipe_0 <= r2addr;
    end
  end
endmodule
```
**flow/run.sh**
```bash
#!/bin/bash
# OpenROAD 26Q1-2900-gdf79404cd8, Yosys 0.63+post, stock flow scripts
make -C /OpenROAD-flow-scripts/flow DESIGN_CONFIG=/design/flow/config.mk WORK_HOME=/design/flow/orfs finish
```
==> impl_metrics.prom <==
# HELP chip_impl_metric Implementation results
# TYPE chip_impl_metric gauge
chip_impl_info{name="synthMostInstantiatedCell",value="edfxtp_1"} 1
chip_impl_metric{name="area_growth_syn_to_layout",unit="%"} 13.8
chip_impl_metric{name="postCtsSetupBuffers",unit=""} 0
chip_impl_info{name="endpoint_class_of_the_critical_path",value="output pin"} 1
chip_impl_metric{name="power_leakage",unit="nW"} 42.2
chip_impl_metric{name="post_cts.resized_instances",unit=""} 0
chip_impl_metric{name="largest_fanout_of_any_net_on_the_critical_path",unit=""} 52
chip_impl_metric{name="synthDominantCellAreaShare",unit="%"} 52.3
chip_impl_metric{name="max-clock-path-buffers",unit=""} 4
chip_impl_metric{name="detail_route.wirelength",unit="µm"} 489000
chip_impl_metric{name="combGateArea",unit="mm²"} 0.0524
chip_impl_metric{name="number_of_antenna_violations_at_the_first_check_in_global_routing",unit=""} 37
chip_impl_metric{name="ant_nets",unit=""} 0
chip_impl_metric{name="dr_total_vias",unit=""} 75400
chip_impl_metric{name="critPathArrivalTime",unit="ns"} 6.17
chip_impl_info{name="layout_top_registers",value="mem x2048"} 1
chip_impl_metric{name="timing_worst_slew_pin_value",unit="ns"} 1.06
chip_impl_metric{name="power.switching",unit="mW"} 1.58
chip_impl_info{name="outcome",value="finished clean"} 1
chip_impl_metric{name="chipWidth",unit="µm"} 628
chip_impl_info{name="max_flop_register",value="mem"} 1
chip_impl_metric{name="finalMaxSlewViolations",unit=""} 0
chip_impl_metric{name="synth.ff_latch_count",unit=""} 2058
chip_impl_info{name="min-delay-path-class",value="in -> reg"} 1
chip_impl_info{name="timing.setup.critical_path_class",value="reg -> out"} 1
chip_impl_metric{name="peakVddDrop",unit="µV"} 41.4
chip_impl_metric{name="buffers_on_ports",unit=""} 276
chip_impl_metric{name="synth-cells-yosys",unit=""} 7043
chip_impl_metric{name="postLayoutSetupSlackWorst",unit="ns"} 20.71
chip_impl_metric{name="fin_util",unit="%"} 34.4
chip_impl_info{name="start_kind",value="register"} 1
chip_impl_metric{name="grt_use_total",unit="%"} 26.0
chip_impl_metric{name="grt_start_max_net_pins",unit=""} 86
chip_impl_info{name="flip_flop_cell_with_the_highest_count_after_synthesis",value="edfxtp_1"} 1
chip_impl_metric{name="max_freq",unit="MHz"} 77.6
chip_impl_metric{name="post_layout_nonfiller_instances",unit=""} 12400
chip_impl_metric{name="gate_count_post_synth",unit=""} 7043
chip_impl_metric{name="detailedPlace.worstSlack",unit="ns"} 21.36
chip_impl_metric{name="power.clock.fraction",unit="%"} 37.7
chip_impl_info{name="yosysTopAreaCell",value="edfxtp_1"} 1
chip_impl_metric{name="swShare",unit="%"} 25.5
chip_impl_metric{name="fp.dieArea",unit="mm²"} 0.395
chip_impl_metric{name="sequential_cell_area",unit="mm²"} 0.0617
chip_impl_metric{name="syn_std_cell_area",unit="mm²"} 0.118
chip_impl_metric{name="layout.filler_cells",unit=""} 36400
chip_impl_metric{name="post_cts_hold_buffer_count",unit=""} 0
chip_impl_metric{name="final.min_clock_period",unit="ns"} 12.89
chip_impl_metric{name="ys_seq_share",unit="%"} 52.4
chip_impl_metric{name="largest_register_ff_count",unit=""} 2048
chip_impl_metric{name="number_of_warnings_the_tools_reported",unit=""} 27
chip_impl_metric{name="drtIter0Drc",unit=""} 5376
chip_impl_info{name="grt_setup_unrepaired",value="false"} 1
chip_impl_metric{name="power-per-cell-area",unit="mW/mm²"} 46.3
chip_impl_info{name="crit_path_cell_trace",value="buf_4 -> buf_12 -> buf_4 -> buf_4 -> mux4_2 -> o22ai_1 -> nor4_1 -> clkdlybuf4s50_1"} 1
chip_impl_metric{name="hpwl",unit="µm"} 279000
chip_impl_metric{name="hold_viol",unit=""} 0
chip_impl_info{name="hp-start",value="r1addr[2]"} 1
chip_impl_metric{name="wp_data_required",unit="ns"} 26.88
chip_impl_metric{name="power.sequential.fraction",unit="%"} 48.1
chip_impl_metric{name="htree_num_levels",unit=""} 4
chip_impl_info{name="cpMostUsedCell",value="buf_4"} 1
chip_impl_metric{name="timing.final.setup_violations",unit=""} 0
chip_impl_metric{name="drive_above_1_share",unit="%"} 51.0
chip_impl_metric{name="detailedRoute.firstPassIterationCount",unit=""} 5
chip_impl_metric{name="fp.dieH",unit="µm"} 628
chip_impl_metric{name="yosysChipArea",unit="mm²"} 0.118
chip_impl_info{name="tritoncts",value="built"} 1
chip_impl_metric{name="asyncSetResetFlopFracSynth",unit="%"} 0
chip_impl_info{name="common_cells",value="2048 x edfxtp_1, 1870 x mux2_2, 958 x mux4_2"} 1
chip_impl_metric{name="routability_driven_placement_congestion_ratio",unit=""} 0.926
chip_impl_metric{name="cts-buffers-inserted",unit=""} 218
chip_impl_metric{name="yosysUniqueCellTypes",unit=""} 47
chip_impl_metric{name="fin_tns_setup",unit="ns"} 0
chip_impl_metric{name="avgViaCountPerCell",unit=""} 6.06
chip_impl_metric{name="io_pins",unit=""} 278
chip_impl_metric{name="worst_slew_margin_rel",unit="%"} 28.4
chip_impl_metric{name="clk_pin_slew",unit="ns"} 0.06
chip_impl_metric{name="max_cap_violations",unit=""} 0
chip_impl_metric{name="fp-row-count",unit=""} 229
chip_impl_metric{name="core-area",unit="mm²"} 0.390
chip_impl_metric{name="clock_tree_sinks",unit=""} 2058
chip_impl_metric{name="worst_path_largest_cell_delay",unit="ns"} 0.76
chip_impl_info{name="cts-root-buf",value="clkbuf_16"} 1
chip_impl_metric{name="yosys_warnings",unit=""} 1
chip_impl_metric{name="wire_per_inst",unit="µm"} 39.3
chip_impl_metric{name="intPower",unit="mW"} 4.62
chip_impl_metric{name="synth-edff-count",unit=""} 2048
chip_impl_info{name="yosys-top-cells-area",value="edfxtp_1 52%, mux4_2 18%, mux2_2 18%"} 1
chip_impl_metric{name="grt_pass1_wl",unit="µm"} 666000
chip_impl_info{name="timing.critical_path.slowest_stage_cell",value="dfxtp_4"} 1
chip_impl_metric{name="placed_cells_incl_taps",unit=""} 12000
chip_impl_metric{name="number_of_global_route_vias_before_repair",unit=""} 81600
chip_impl_metric{name="final_min_period_over_clock_period",unit="%"} 38.4
chip_impl_metric{name="remaining_drc_errors",unit=""} 0
chip_impl_metric{name="grt_overflow_total",unit=""} 0
chip_impl_metric{name="syn-mean-instance-area",unit="µm²"} 16.7
chip_impl_metric{name="fp-utilization",unit="%"} 30.2
chip_impl_metric{name="pwr-share-comb",unit="%"} 14.1
layout by cell type (no fill, tap or decap), types with 5 or more instances in the layout:
cell,instances
edfxtp_1,2048
mux2_2,1870
mux4_2,958
o22ai_1,415
buf_4,414
clkdlybuf4s50_1,276
clkbuf_16,220
mux2_1,179
mux2i_1,137
nor4_1,85
a22oi_1,78
clkinv_1,66
clkbuf_1,56
buf_12,39
diode_2,37
nand2_1,37
nand3_1,37
nand2_4,24
clkinv_2,22
o21ai_4,20
nand4_1,19
a21oi_1,16
nor2_4,14
nor3_1,14
bufinv_16,13
o22ai_4,12
nor2b_1,9
nor4_2,9
nand3b_1,9
o221a_1,9
nor2_1,7
dfxtp_4,6
nand2b_1,5
or2_2,5
inv_6,5
metrics by stage:
stage / area (µm²) / total power [mW] / hold slack [ns]
2_1_floorplan: 118000 / 3.53 / 6.75
3_3_place_gp: 127000 / 3.89 / 7.17
3_5_place_dp: 127000 / 3.90 / 7.16
4_1_cts: 134000 / 6.22 / 6.18
5_1_grt: 134000 / 6.36 / 6.21
6_report: 134000 / 6.21 / 6.23
critical path: cells and delay by family (launching register included):
| family | cells | cell delay [ns] |
|---|---|---|
| buffers and inverters | 5 | 3.08 |
| DFF | 1 | 0.76 |
| and+or+nand+nor | 1 | 0.72 |
| muxes | 1 | 0.36 |
| AOI/OAI and AO/OA | 1 | 0.11 |
per-layer routing:
layer  wire length [µm]  up-vias  GRT usage (%)
li1                   -    29300              -
met2             215000     6400           37.0
met5               2000        -           4.15
met4              34900       91           14.3
met3              95300     1573           22.5
met1             142000    38000           25.1
cell families after synthesis:
kind of cell	synth area share, %
AND/OR/NAND/NOR	1.55
buffers and inverters	3.79
flip-flops	52.4
AND-OR/OR-AND	3.14
multiplexers	39.1
final timing paths:
| path | cells past startpoint | slack, ns | to |
|---|---|---|---|
| min | 1 | 6.23 | register |
| max | 8 | 20.71 | r1data[44] |
cell type report:
type	instances	area share (%)
inverter	3	0.00841
timing repair buffer	729	4.97
tap	5197	4.86
multi-input combinational	4032	39.1
clock buffer	276	4.27
clock inverter	111	0.630
antenna	37	0.0691
sequential	2058	46.1
power by group through the flow:
| stage | clock [mW] | sequential [mW] | combinational [mW] |
|---|---|---|---|
| after CTS | 2.36 | 2.99 | 0.870 |
| after global routing | 2.45 | 3.00 | 0.917 |
| final | 2.34 | 2.99 | 0.878 |
No activity file was given, so power comes from the tool's default toggle rates.
